===== ./config.mk =====
export PLATFORM = sky130hd
export DESIGN_NAME = Counter
export DESIGN_NICKNAME = Counter
export VERILOG_FILES = /design/flow/design.v
export SDC_FILE = /design/flow/constraint.sdc
export NUM_CORES = 4
export LEC_CHECK = 1
export CORE_UTILIZATION = 40

===== ./constraint.sdc =====
current_design Counter

set clk_period 1.4
set clk_io_pct 0.2

create_clock -name clk0 -period $clk_period [get_ports {CLK}]

set non_clock_inputs [all_inputs -no_clocks]
set_input_delay [expr $clk_period * $clk_io_pct] -clock clk0 $non_clock_inputs
set_output_delay [expr $clk_period * $clk_io_pct] -clock clk0 [all_outputs]

===== ./design.v =====
module Counter(
  input             CLK,
  input             RST,
  input             pause,
  input             timer,
  output    [6:0]   highDisplay,
  output    [6:0]   lowDisplay
);
wire    [3:0]   outputLow;
wire    [3:0]   outputHigh;
wire            fullLow;
wire            fullAll;
wire            clkToUse;
wire            clkPerSecond;
FrequencyDivider #(
    .ClockFrequency(1000000),
    .NeededFrequency(1)
) divider (
    .CLK(CLK),
    .DividedCLK(clkPerSecond)
);
assign clkToUse = timer ? clkPerSecond : CLK;
assign fullLow = (outputLow == 4'd10); 
assign fullAll = (outputLow == 4'd10) && (outputHigh == 4'd5);
FourBitCounter counterLow(
    .CLK(clkToUse),
    .RST(RST & !fullLow),
    .pause(pause),
    .Q(outputLow)
);
FourBitCounter counterHigh(
    .CLK(fullLow),
    .RST(RST & !fullAll),
    .pause(pause),
    .Q(outputHigh)
);
LedDecoder decoderLow(
	.hex(outputLow),
	.segments(lowDisplay)
);
LedDecoder decoderHigh(
	.hex(outputHigh),
	.segments(highDisplay)
);
endmodule  
module D_FF(
    input       D,
    input       CLK,
    input       RST,  
    output  reg Q,
    output  reg NQ
);
    always @(posedge CLK or negedge RST) begin
        if (!RST) begin
            Q <= 0;
            NQ <= 1;
        end else begin
            Q <= D;
            NQ <= ~D;
        end
    end
endmodule  
module FourBitCounter(
  input             CLK,
  input             RST,  
  input             pause,
  output    [3:0]   Q
);
    wire [3:0]_NQ;
    wire [3:0]_Q;
    assign Q = _Q;
    D_FF D_0(
        .D(pause ? _Q[0] : _NQ[0]),
        .RST(RST),
        .CLK(CLK),
        .Q(_Q[0]),
        .NQ(_NQ[0])
    );
    D_FF D_1(
        .D(pause ? _Q[1] : _NQ[1]),
        .RST(RST),
        .CLK(_NQ[0]),
        .Q(_Q[1]),
        .NQ(_NQ[1])
    );
    D_FF D_2(
        .D(pause ? _Q[2] : _NQ[2]),
        .RST(RST),
        .CLK(_NQ[1]),
        .Q(_Q[2]),
        .NQ(_NQ[2])
    );
    D_FF D_3(
        .D(pause ? _Q[3] : _NQ[3]),
        .RST(RST),
        .CLK(_NQ[2]),
        .Q(_Q[3]),
        .NQ(_NQ[3])
    );
endmodule  
module FrequencyDivider(
  input     CLK,
  output    DividedCLK
);
    parameter ClockFrequency = 1000000;
    parameter NeededFrequency = 1;
    localparam CLOCKS_NEEDED = ClockFrequency / NeededFrequency;
    reg         outputClk = 0;
    reg [19:0]   count = 0;
    assign DividedCLK = outputClk;
    always @(posedge CLK) begin
    if (count == CLOCKS_NEEDED) begin
        count <= 0;
        outputClk <= ~outputClk;
    end else begin
        count <= count + 1;
    end
    end
endmodule  
module LedDecoder(
	input		[3:0]	hex,
	output 	reg [6:0]	segments
	);
	always @* begin
		case(hex)
			4'h0: segments = 7'b0111111;
			4'h1: segments = 7'b0000110;
			4'h2: segments = 7'b1011011;
			4'h3: segments = 7'b1001111;
			4'h4: segments = 7'b1100110;
			4'h5: segments = 7'b1101101;
			4'h6: segments = 7'b1111101;
			4'h7: segments = 7'b0000111;
			4'h8: segments = 7'b1111111;
			4'h9: segments = 7'b1101111;
			4'ha: segments = 7'b1110111;
			4'hb: segments = 7'b1111100;
			4'hc: segments = 7'b0111001;
			4'hd: segments = 7'b1011110;
			4'he: segments = 7'b1111001;
			4'hf: segments = 7'b1110001;
		endcase
	end
endmodule

===== ./run.sh =====
#!/bin/bash
# OpenROAD 26Q1-2900-gdf79404cd8, Yosys 0.63+post, stock flow scripts
make -C /OpenROAD-flow-scripts/flow DESIGN_CONFIG=/design/flow/config.mk WORK_HOME=/design/flow/orfs finish

==> flow_metrics.env <==
# source this file to load flow results
export IMPL_synthCells=209
export IMPL_rows=25
export IMPL_power_uw=2020
export IMPL_die_w_um=72.4
export IMPL_crit_chain="buf_6 -> ha_4 -> mux2i_1 -> nor2_1 -> a21oi_1 -> buf_2"
export IMPL_top_cells_by_area="dfxtp_1, dfstp_2, dfrtp_1"
export IMPL_drv_slew=0
export IMPL_clock_latency_ps=560
export IMPL_required_ps=1120
export IMPL_max_cap_violations=0
export IMPL_wl_per_cell_um=12.0
export IMPL_final_area_um2=2970
export IMPL_grt_pass1_vias=1556
export IMPL_syn_area_um2=1980
export IMPL_num_vias=1663
export IMPL_rsz0062_at_grt="yes"
export IMPL_p_leak_uw=0.00124
export IMPL_numPortBuffers=17
export IMPL_startpoint="counterLow.D_0.Q"
export IMPL_skew_ps=3.67
export IMPL_fmaxAchievable_mhz=498
export IMPL_cts_tree="built"
export IMPL_postRouteWirelength_mm=4.05
export IMPL_die_area_um2=5240
export IMPL_hold_viol=0
export IMPL_holdBufCountCts=0
export IMPL_critPathTopFamily="flip-flops"
export IMPL_path_class="flop to output port"
export IMPL_critical_path_max_fanout=3
export IMPL_ys_cells=209
export IMPL_top_area_share_pct=20.2
export IMPL_dp_cells=322
export IMPL_hold_path_class="input port to async pin"
export IMPL_drtIter0Drc=46
export IMPL_placed_area_um2=2530
export IMPL_final_antenna_net_count=0
export IMPL_end_kind="output port"
export IMPL_period_used_pct=143
export IMPL_outcome="finished, violations left"
export IMPL_grt_usage_pct=16.3
export IMPL_syn_to_final_growth_pct=50.0
export IMPL_core_area_um2=4750
export IMPL_num_io_pins=18
export IMPL_vias_per_cell=4.92
export IMPL_synth_top_flop_cell="dfxtp_1"
export IMPL_p_per_area_nw_per_um2=678
export IMPL_largest_register="divider.count"
export IMPL_cp_slowest_cell="dfrtp_2"
export IMPL_layout_cells_non_filler=338
export IMPL_yosysUniqueCellTypes=38
export IMPL_peakVddDrop_mv=0.800
export IMPL_rr_startpoint="divider.count[0]"
export IMPL_antennaDiodeCount=0
export IMPL_ys_flops=37
export IMPL_final_util_pct=62.5
export IMPL_grt_pass1_wl_mm=6.70
export IMPL_ys_chip_area_um2=1980
export IMPL_grt_max_degree=17
export IMPL_slowest_delay_ps=430
export IMPL_die_y_um=72.4
export IMPL_finalSetupViolations=17
export IMPL_fin_crit_ps=2010
export IMPL_hold_slack_ps=58.1
export IMPL_core_util_floorplan_pct=41.7
export IMPL_drive_above_1_share_pct=45.0
export IMPL_layout_top_cell="buf_4"
export IMPL_hpwl_mm=2.72
export IMPL_most_common_layout_cells="buf_4, inv_1, nor2_1"
export IMPL_synth_area_leader_cell="dfxtp_1"
export IMPL_grt_overflow_total=0
export IMPL_relSlewSlack_pct=58.9
export IMPL_max_slew_worst_pin_slew_ps=617
export IMPL_arrival_ps=1730
export IMPL_worst_slack_ps=-606
export IMPL_drc=0
export IMPL_path_clk_slew_ps=30
export IMPL_gp_congestion=0.836
export IMPL_syn_area_per_cell_um2=9.48
export IMPL_startpoint_type="flop"
export IMPL_ys_async_sr_fraction_pct=43.2
export IMPL_yosysSeqAreaShare_pct=42.4
export IMPL_unclocked_pins=14
export IMPL_openroad_warnings=41
export IMPL_antenna_found_initial=0
export IMPL_edf_count=1
export IMPL_cp_buffers_inverters=2
export IMPL_failed_checks="negative setup slack"
export IMPL_dr_pass1_iters=4
export IMPL_largest_reg_flops=20
export IMPL_synth_warnings=11
export IMPL_untimed_endpoints=21
==> Yosys cell counts (3+ instances only) <==
| library cell | number |
|---|---|
| inv_1 | 21 |
| dfxtp_1 | 20 |
| nor2_1 | 20 |
| ha_1 | 16 |
| a21oi_1 | 12 |
| xnor2_1 | 11 |
| mux2i_1 | 10 |
| nand2_1 | 10 |
| dfrtp_1 | 8 |
| dfstp_2 | 8 |
| nand4_1 | 8 |
| nand2b_1 | 6 |
| nor3_1 | 6 |
| nor2b_1 | 5 |
| nor4_1 | 5 |
| a31oi_1 | 4 |
| clkbuf_1 | 4 |
| nand3_1 | 4 |
| xor2_1 | 4 |
| a211oi_1 | 3 |
| o21ai_0 | 3 |
==> kinds of logic after synthesis <==
group           Yosys count  share of synthesized area, %
fa+ha+maj                16                          10.1
flops                    37                          42.4
xor+xnor                 15                          6.63
compound gates           28                          8.96
buf+inv                  25                          4.73
mux                      11                          5.62
simple gates             77                          21.5
==> repair_timing <==
item,CTS,global route
resized,68,25
setup endpoints to repair,19,21
pin swaps,16,13
buffers inserted,3,1
==> path summary, 6_finish.rpt <==
path	depth (start not counted)	slack (ps)	to
min in group clk0	2	360	counterLow.D_0.NQ
worst min-delay path	2	60	counterLow.D_0.Q
worst max-delay path	6	-610	lowDisplay[6]
worst max register to register	7	-90	divider.count[6]
max in group asynchronous	8	150	counterLow.D_0.NQ
worst min register to register	1	470	divider.count[18]
==> cell type report <==
cell class	count	area, um2
clock buffer	12	145
fill	383	1780
inverter	21	88.8
multi-input combinational	147	1330
sequential	37	878
tap	67	83.8
timing repair buffer	54	443
==> through the flow <==
step           setup slack (ps)  setup TNS [ps]
2_1_floorplan             -42.9           -56.8
3_3_place_gp               -385           -3180
3_5_place_dp               -410           -3190
4_1_cts                    -620           -4510
5_1_grt                    -696           -6020
6_report                   -606           -4820
==> metal layers <==
layer	up-vias	wire length (um)	GRT usage, %
met2	22	1910	25.9
met4	0	53	4.14
met5	-	0	0
met1	787	2000	23.9
met3	5	92	2.82
li1	849	-	-
==> power breakdown <==
part / total (uW) / switching (uW) / internal, uW
clock network: 827 / 270 / 557
registers: 742 / 47.3 / 695
logic: 446 / 197 / 249
No activity file was given, so power comes from the tool's default toggle rates.
